==> flow/design.v <==
module registers (dout1, dout2, dout3, din, address1, address2, address3, wen, clk);
output reg [15:0] dout1, dout2, dout3;
input [15:0] din;
input [3:0] address1, address2, address3;
input wen, clk;
reg [15:0] register [0:15];
initial
begin
	register[4'b0000] <= 16'h0;
	register[4'b0001] <= 16'h09e4;
	register[4'b0010] <= 16'hc61b;
	register[4'b0011] <= 16'hff49;
	register[4'b0100] <= 16'h756e;
	register[4'b0101] <= 16'h0014;
	register[4'b0110] <= 16'h0032;
	register[4'b0111] <= 16'hb7a1;
	register[4'b1000] <= 16'hff49;
	register[4'b1001] <= 16'h5878;
	register[4'b1010] <= 16'h08eb;
	register[4'b1011] <= 16'hca09;
	register[4'b1100] <= 16'ha24b;
	register[4'b1101] <= 16'h8aa9;
	register[4'b1110] <= 16'h2ab2;
	register[4'b1111] <= 16'h7814;
end
always @(negedge clk)
begin
	#1  
	dout1 = register[address1];
	dout2 = register[address2];
	dout3 = register[address3];
end
always @(negedge clk)
begin
	if(wen)
		register[address3] = din;
end
endmodule
==> flow/run.sh <==
#!/bin/bash
# OpenROAD 26Q1-2900-gdf79404cd8, Yosys 0.63+post, stock flow scripts
make -C /OpenROAD-flow-scripts/flow DESIGN_CONFIG=/design/flow/config.mk WORK_HOME=/design/flow/orfs finish
==> flow/config.mk <==
export PLATFORM = sky130hd
export DESIGN_NAME = registers
export DESIGN_NICKNAME = registers
export VERILOG_FILES = /design/flow/design.v
export SDC_FILE = /design/flow/constraint.sdc
export NUM_CORES = 4
export LEC_CHECK = 1
export CORE_UTILIZATION = 30
==> flow/constraint.sdc <==
current_design registers

set clk_period 4.4
set clk_io_pct 0.2

create_clock -name clk0 -period $clk_period [get_ports {clk}]

set non_clock_inputs [all_inputs -no_clocks]
set_input_delay [expr $clk_period * $clk_io_pct] -clock clk0 $non_clock_inputs
set_output_delay [expr $clk_period * $clk_io_pct] -clock clk0 [all_outputs]
==> run_results.csv <==
group,metric,value,unit
run_status,outcome,"completed",
power,leakagePower,0.00811,uW
worst_hold_path,hp-class,"register to register",
route,first_pass_iters,5,
synth,synth_warnings,1,
placed_design,io_buffers,77,
final_layout,fin_area,0.0200,mm2
synth,top_area_share,52.5,%
synth,syn_avg_cell_area,19.7,um2
power,p_sw,2260,uW
sta,slew_headroom,41.8,%
route,drc,0,
clock_tree,cts_tree,"done",
final_layout,area_delta_synth_final,36.7,%
worst_setup_path,cp_max_fo,10,
synth,synth_area,0.0146,mm2
power,internal_power,5970,uW
clock_tree,cts-hold-fix-buffers,0,
synth,ys_cells,742,
sta,worst_pin_slew,0.869,ns
route,wl,43.5,mm
placed_design,hpwl,29.7,mm
worst_setup_path,rr_worst_depth,3,
synth,top_cells_by_area,"edfxtp_1, mux4_2, dfxtp_1",
synth,synth_seq_share,59.1,%
clock_tree,h-tree-depth,2,
worst_setup_path,required,2.71,ns
worst_hold_path,hp-start,"register[15][3]$_DFFE_NP_",
clock_tree,cts-root-buf,"clkbuf_16",
worst_setup_path,r2r_end,"dout2[0]$_DFF_N_",
placed_design,gp_congestion,0.921,
power,vdd_drop_max,0.203,mV
floorplanning,die_y,223,um
clock_tree,clock_latency,0.59,ns
worst_setup_path,cp-end-kind,"register",
synth,ys_ff,304,
power,power,8230,uW
floorplanning,fp_util,30.5,%
synth,synth_cell_types,25,
grt,antenna_found_initial,4,
clock_tree,clockBufferDepth,3,
final_layout,final_layout_size_suffix_gt1_share,33.9,%
route,vias,9836,
route,via_per_inst,5.22,
grt,grt_start_max_net_pins,35,
run,warning_count,330,
final_layout,utilization,41.7,%
clock_tree,post_cts_buffers,0,
floorplanning,die_w,223,um
worst_setup_path,critPathArrivalTime,2.64,ns
worst_setup_path,r2r_start,"register[3][0]$_DFFE_NP_",
clock_tree,cts_buffers,36,
grt,overflow,0,
floorplanning,ios,78,
floorplanning,row_count,80,
power,power_frac_comb,9.5,%
sta,maxSlewViolCount,0,
grt,grt_pass1_wl,65.6,mm
grt,grt_use_total,19.3,%
route,drtAntennaViolNets,0,
placed_design,place_area,0.0176,mm2
clock_tree,path_clk_slew,0.04,ns
power,powerDensity,412,mW/mm2
sta,rsz0062_at_grt,"no",
final_layout,flop_area,0.00870,mm2
sta,fin_skew,0.0172,ns
sta,finalSetupViolations,0,
floorplanning,design.core.area,0.0479,mm2
worst_setup_path,reg2reg_slack,2.83,ns
synth,largest_area_cell,"edfxtp_1",
route,wl_per_cell,23.1,um
clock_tree,cts_sinks,304,
worst_setup_path,worst-setup-path-type,"input port to register",
worst_hold_path,hold_path_end,"dout3[3]$_DFF_N_",
synth,syn_inst,742,
grt,grt_pass1_vias,11400,
power,p_seq_share,40.3,%
power,clkPwrFrac,50.2,%
run,maxCapViolCount,0,
power,p_sw_share,27.5,%
sta,final-hold-violation-count,0,
worst_setup_path,cp-start-kind,"input port",
synth,ys_area,0.0146,mm2
final_layout,n_fill_cell,4140,
route,drt_iter0_drc,556,
final_layout,logic_area,0.00570,mm2
worst_hold_path,whs_path_depth,3,
floorplanning,die_area,0.0497,mm2
## registers in the layout, indices dropped and copies added (netlist names)
| register | count |
|---|---|
| dout3 | 16 |
| dout1 | 16 |
| dout2 | 16 |
| register | 256 |
## kinds of logic after synthesis
group | after synthesis | synth area share [%]
flip-flops | 304 | 59.1
multiplexers | 192 | 30.4
AND-OR/OR-AND | 96 | 4.92
AND/OR/NAND/NOR | 83 | 2.45
buffers and inverters | 67 | 3.15
## cell type report
cell class | instances | share of cell area, %
antenna | 3 | 0.0375
clock buffer | 38 | 4.75
clock inverter | 332 | 7.20
multi-input combinational | 371 | 28.5
sequential | 304 | 43.5
tap | 615 | 3.85
timing repair buffer | 222 | 12.2
## synthesized netlist by cell type
| master | instances |
|---|---|
| buf_6 | 15 |
| clkbuf_2 | 1 |
| nor3_1 | 4 |
| clkbuf_4 | 1 |
| nand2b_1 | 2 |
| nor2b_1 | 6 |
| buf_4 | 7 |
| or3b_2 | 1 |
| nor2_1 | 15 |
| edfxtp_1 | 256 |
| nand2_1 | 49 |
| dfxtp_1 | 48 |
| a22oi_1 | 96 |
| clkbuf_8 | 4 |
| clkbuf_1 | 19 |
| buf_1 | 2 |
| mux4_1 | 30 |
| and2_1 | 3 |
| mux4_2 | 158 |
| nand3_1 | 1 |
| buf_2 | 16 |
| inv_1 | 1 |
| mux4_4 | 4 |
| nand3b_1 | 2 |
| dlygate4sd1_1 | 1 |
## stage by stage
step,cells,setup WS (ns),TNS (ns),hold WS (ns)
2_1_floorplan,742,-0.308,-29.46,0.662
3_3_place_gp,1513,-0.481,-110.43,0.699
3_5_place_dp,1513,-0.480,-110.49,0.713
4_1_cts,1882,0.107,0,0.719
5_1_grt,1885,0.0420,0,0.744
6_report,1885,0.0672,0,0.718
## cell usage in the layout, fill, tap and decap left out, drive strengths merged, types with 2 or more instances in the layout
master,Yosys,routed
nor2b,6,6
clkinvlp,0,9
nor3,4,4
bufinv,0,6
inv,1,316
nand2,49,49
mux4,192,192
clkdlybuf4s50,0,23
edfxtp,256,256
and2,3,3
diode,0,3
dlygate4sd2,0,48
a22oi,96,96
nand3b,2,2
nand2b,2,2
dfxtp,48,48
nor2,15,15
buf,40,151
clkbuf,25,38
## power by group through the flow
stage | sequential (uW) | combinational [uW] | clock, uW
after CTS | 3320 | 791 | 4280
after global routing | 3320 | 837 | 4620
final | 3310 | 783 | 4140
## per-layer routing
layer,vias to the layer above,global-route usage [%],wire (um)
met4,0,8.10,1270
met5,-,0,0
met2,639,27.3,20300
met3,92,15.0,6920
li1,4277,-,-
met1,4828,21.9,15000
## worst max-delay path: stages
cell	delay, ns
clkdlybuf4s50_1	0.52
buf_4	0.21
nor2b_2	0.68
buf_4	0.22
a22oi_1	0.06
nand2_1	0.06
## worst max path at each step
stage,startpoint,end,slack (ns)
CTS,address3[3],register[4][14]$_DFFE_NP_,0.11
global route,address3[3],dout3[15]$_DFF_N_,0.04
finish,address3[3],dout3[15]$_DFF_N_,0.07
## repair_timing
| action | CTS | global route |
|---|---|---|
| hold endpoints to repair | 0 | 0 |
| gates resized | 82 | 0 |
| setup endpoints to repair | 48 | 0 |
Power and IR drop assume default switching activity.
