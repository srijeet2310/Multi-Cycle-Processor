## flow/run.sh

```bash
#!/bin/bash
# OpenROAD 26Q1-2900-gdf79404cd8, Yosys 0.63+post, stock flow scripts
make -C /OpenROAD-flow-scripts/flow DESIGN_CONFIG=/design/flow/config.mk WORK_HOME=/design/flow/orfs finish
```

## flow/config.mk

```make
export PLATFORM = sky130hd
export DESIGN_NAME = control_path
export DESIGN_NICKNAME = control_path
export VERILOG_FILES = /design/flow/design.v
export SDC_FILE = /design/flow/constraint.sdc
export NUM_CORES = 4
export LEC_CHECK = 1
export CORE_AREA = 10 10 95 95
export DIE_AREA = 0 0 105 105
```

## flow/constraint.sdc

```tcl
current_design control_path

set clk_period 1.0
set clk_io_pct 0.2

create_clock -name clk0 -period $clk_period [get_ports {clk}]

set non_clock_inputs [all_inputs -no_clocks]
set_input_delay [expr $clk_period * $clk_io_pct] -clock clk0 $non_clock_inputs
set_output_delay [expr $clk_period * $clk_io_pct] -clock clk0 [all_outputs]
```

## flow/design.v

```verilog
module control_path(PC_write,BPC_write,NBPC_write,Instr_ren,Reg3_select,Reg_wen,ALU_srcA,MemtoReg,Mem_ren,
				    Mem_wen,PC_select,Reg1_select,ALU_srcB,ALU_OP,clk,rst,Opcode);
output reg PC_write,BPC_write,NBPC_write,Instr_ren,Reg3_select,Reg_wen,ALU_srcA,MemtoReg,Mem_ren,Mem_wen, PC_select;
output reg [1:0] Reg1_select;
output reg [2:0] ALU_srcB,ALU_OP; 
input clk, rst;
input [3:0] Opcode;
localparam S0=5'd0,S1=5'd1,S2=5'd2,S3=5'd3,S4=5'd4,S5=5'd5,S6=5'd6,S7=5'd7,S8=5'd8,S9=5'd9,S10=5'd10,S11=5'd11,S12=5'd12,S13=5'd13,S14=5'd14,
		   S15=5'd15,S16=5'd16,S17=5'd17,S18=5'd18,S19=5'd19,S20=5'd20,S21=5'd21,S22=5'd22,S23=5'd23;
reg [4:0] present_state,next_state;
always @(posedge clk)
begin
	if(rst)
		present_state<=S0;
	else
		present_state<=next_state;
end
always @(*)
begin
	case(present_state)
	S0: begin PC_select=1'b0;PC_write=1'b1;BPC_write=1'b0;NBPC_write=1'b0;Instr_ren=1'b1;Reg1_select=2'b00;Reg3_select=1'b0;Reg_wen=1'b0;ALU_srcA=1'b0;
			ALU_srcB=3'b001;ALU_OP=3'b000;MemtoReg=1'b0;Mem_ren=1'b0;Mem_wen=1'b0; end
	S1: begin PC_select=1'b0;PC_write=1'b0;BPC_write=1'b0;NBPC_write=1'b0;Instr_ren=1'b0;Reg1_select=2'b00;Reg3_select=1'b0;Reg_wen=1'b0;
			Mem_ren=1'b0;Mem_wen=1'b0; end
	S2: begin PC_select=1'b0;PC_write=1'b0;BPC_write=1'b0;NBPC_write=1'b0;Instr_ren=1'b0;Reg1_select=2'b01;Reg3_select=1'b0;Reg_wen=1'b0;
		  Mem_ren=1'b0;Mem_wen=1'b0; end
	S3: begin PC_select=1'b0;PC_write=1'b0;BPC_write=1'b0;NBPC_write=1'b0;Instr_ren=1'b0;Reg1_select=2'b10;Reg3_select=1'b1;Reg_wen=1'b0;
		  Mem_ren=1'b0;Mem_wen=1'b0; end
	S4: begin PC_select=1'b0;PC_write=1'b0;BPC_write=1'b0;NBPC_write=1'b0;Instr_ren=1'b0;Reg1_select=2'b00;Reg3_select=1'b0;Reg_wen=1'b0;ALU_srcA=1'b1;
		  ALU_srcB=3'b000;ALU_OP=3'b000;Mem_ren=1'b0;Mem_wen=1'b0; end
	S5: begin PC_select=1'b0;PC_write=1'b0;BPC_write=1'b0;NBPC_write=1'b0;Instr_ren=1'b0;Reg1_select=2'b01;Reg3_select=1'b0;Reg_wen=1'b0;ALU_srcA=1'b1;
		  ALU_srcB=3'b010;ALU_OP=3'b000;Mem_ren=1'b0;Mem_wen=1'b0; end	
	S6: begin PC_select=1'b0;PC_write=1'b0;BPC_write=1'b0;NBPC_write=1'b0;Instr_ren=1'b0;Reg1_select=2'b01;Reg3_select=1'b0;Reg_wen=1'b0;ALU_srcA=1'b1;
		  ALU_srcB=3'b011;ALU_OP=3'b000;Mem_ren=1'b0;Mem_wen=1'b0; end		
	S7: begin PC_select=1'b0;PC_write=1'b0;BPC_write=1'b0;NBPC_write=1'b0;Instr_ren=1'b0;Reg1_select=2'b00;Reg3_select=1'b0;Reg_wen=1'b0;ALU_srcA=1'b1;
		  ALU_srcB=3'b000;ALU_OP=3'b001;Mem_ren=1'b0;Mem_wen=1'b0; end		
	S8: begin PC_select=1'b0;PC_write=1'b0;BPC_write=1'b0;NBPC_write=1'b0;Instr_ren=1'b0;Reg1_select=2'b01;Reg3_select=1'b0;Reg_wen=1'b0;ALU_srcA=1'b1;
		  ALU_srcB=3'b010;ALU_OP=3'b001;Mem_ren=1'b0;Mem_wen=1'b0; end
	S9: begin PC_select=1'b0;PC_write=1'b0;BPC_write=1'b0;NBPC_write=1'b0;Instr_ren=1'b0;Reg1_select=2'b01;Reg3_select=1'b0;Reg_wen=1'b0;ALU_srcA=1'b1;
		  ALU_srcB=3'b011;ALU_OP=3'b001;Mem_ren=1'b0;Mem_wen=1'b0; end
	S10: begin PC_select=1'b0;PC_write=1'b0;BPC_write=1'b0;NBPC_write=1'b0;Instr_ren=1'b0;Reg1_select=2'b01;Reg3_select=1'b0;Reg_wen=1'b0;ALU_srcA=1'b1;
		  ALU_srcB=3'b011;ALU_OP=3'b010;Mem_ren=1'b0;Mem_wen=1'b0; end
	S11: begin PC_select=1'b0;PC_write=1'b0;BPC_write=1'b0;NBPC_write=1'b0;Instr_ren=1'b0;Reg1_select=2'b00;Reg3_select=1'b0;Reg_wen=1'b0;ALU_srcA=1'b1;
		  ALU_srcB=3'b000;ALU_OP=3'b011;Mem_ren=1'b0;Mem_wen=1'b0; end		
	S12: begin PC_select=1'b0;PC_write=1'b0;BPC_write=1'b0;NBPC_write=1'b0;Instr_ren=1'b0;Reg1_select=2'b00;Reg3_select=1'b0;Reg_wen=1'b0;ALU_srcA=1'b1;
		  ALU_srcB=3'b000;ALU_OP=3'b100;Mem_ren=1'b0;Mem_wen=1'b0; end	
	S13: begin PC_select=1'b0;PC_write=1'b0;BPC_write=1'b0;NBPC_write=1'b0;Instr_ren=1'b0;Reg1_select=2'b01;Reg3_select=1'b0;Reg_wen=1'b0;ALU_srcA=1'b1;
		  ALU_srcB=3'b010;ALU_OP=3'b011;Mem_ren=1'b0;Mem_wen=1'b0; end	
	S14: begin PC_select=1'b0;PC_write=1'b0;BPC_write=1'b0;NBPC_write=1'b0;Instr_ren=1'b0;Reg1_select=2'b01;Reg3_select=1'b0;Reg_wen=1'b0;ALU_srcA=1'b1;
		  ALU_srcB=3'b010;ALU_OP=3'b100;Mem_ren=1'b0;Mem_wen=1'b0; end	
	S15: begin PC_select=1'b1;PC_write=1'b0;BPC_write=1'b1;NBPC_write=1'b0;Instr_ren=1'b0;Reg1_select=2'b00;Reg3_select=1'b0;Reg_wen=1'b0;ALU_srcA=1'b1;
		  ALU_srcB=3'b000;ALU_OP=3'b001;Mem_ren=1'b0;Mem_wen=1'b0; end	
	S16: begin PC_select=1'b1;PC_write=1'b0;BPC_write=1'b0;NBPC_write=1'b1;Instr_ren=1'b0;Reg1_select=2'b00;Reg3_select=1'b0;Reg_wen=1'b0;ALU_srcA=1'b1;
		  ALU_srcB=3'b000;ALU_OP=3'b001;Mem_ren=1'b0;Mem_wen=1'b0; end	
	S17: begin PC_select=1'b0;PC_write=1'b1;BPC_write=1'b0;NBPC_write=1'b0;Instr_ren=1'b0;Reg1_select=2'b10;Reg3_select=1'b1;Reg_wen=1'b0;ALU_srcA=1'b0;
		  ALU_srcB=3'b101;ALU_OP=3'b000;Mem_ren=1'b0;Mem_wen=1'b0; end		
	S18: begin PC_select=1'b0;PC_write=1'b0;BPC_write=1'b0;NBPC_write=1'b0;Instr_ren=1'b0;Reg1_select=2'b10;Reg3_select=1'b1;Reg_wen=1'b0;ALU_srcA=1'b1;
		  ALU_srcB=3'b100;ALU_OP=3'b000;Mem_ren=1'b0;Mem_wen=1'b0; end	
	S19: begin PC_select=1'b0;PC_write=1'b0;BPC_write=1'b0;NBPC_write=1'b0;Instr_ren=1'b0;Reg1_select=2'b10;Reg3_select=1'b1;Reg_wen=1'b0;ALU_srcA=1'b1;
		  ALU_srcB=3'b100;ALU_OP=3'b000;Mem_ren=1'b0;Mem_wen=1'b0; end	
	S20: begin PC_select=1'b0;PC_write=1'b0;BPC_write=1'b0;NBPC_write=1'b0;Instr_ren=1'b0;Reg_wen=1'b1;MemtoReg=1'b0;Mem_ren=1'b0;Mem_wen=1'b0; end			  
	S21: begin PC_select=1'b0;PC_write=1'b0;BPC_write=1'b0;NBPC_write=1'b0;Instr_ren=1'b0;Reg1_select=2'b10;Reg3_select=1'b1;Reg_wen=1'b0;ALU_srcA=1'b1;
		  ALU_srcB=3'b100;ALU_OP=3'b000;Mem_ren=1'b1;Mem_wen=1'b0; end	
	S22: begin PC_select=1'b0;PC_write=1'b0;BPC_write=1'b0;NBPC_write=1'b0;Instr_ren=1'b0;Reg1_select=2'b10;Reg3_select=1'b1;Reg_wen=1'b1;MemtoReg=1'b1;
		  Mem_ren=1'b1;Mem_wen=1'b0; end
	S23: begin PC_select=1'b0;PC_write=1'b0;BPC_write=1'b0;NBPC_write=1'b0;Instr_ren=1'b0;Reg1_select=2'b10;Reg3_select=1'b1;Reg_wen=1'b0;
		  Mem_ren=1'b0;Mem_wen=1'b1; end	
	endcase
end
always @(*)
begin
	case(present_state)
	S0: begin 
		if(Opcode==4'b1000||Opcode==4'b1100||Opcode==4'b1011||Opcode==4'b1111||Opcode==4'b0100||Opcode==4'b0101)
			next_state=S1;
		else if(Opcode==4'b1001||Opcode==4'b1010||Opcode==4'b1101||Opcode==4'b1110||Opcode==4'b0000||Opcode==4'b0111||Opcode==4'b0110)
			next_state=S2;
		else if(Opcode==4'b0001||Opcode==4'b0010||Opcode==4'b0011)
			next_state=S3;
		end
	S1: begin
		if(Opcode==4'b1000)
			next_state=S4;
		else if(Opcode==4'b1100)
			next_state=S7;
		else if(Opcode==4'b1011)
			next_state=S11;
		else if(Opcode==4'b1111)
			next_state=S12;
		else if(Opcode==4'b0100)
			next_state=S15;
		else if(Opcode==4'b0101)
			next_state=S16;
	end
	S2: begin
		if(Opcode==4'b1001)
			next_state=S5;
		else if(Opcode==4'b1010)
			next_state=S6;
		else if(Opcode==4'b1101)
			next_state=S8;
		else if(Opcode==4'b1110)
			next_state=S9;
		else if(Opcode==4'b0000)
			next_state=S10;
		else if(Opcode==4'b0111)
			next_state=S13;
		else if(Opcode==4'b0110)
			next_state=S14;
	end
	S3: begin
		if(Opcode==4'b0011)
			next_state=S17;
		else if(Opcode==4'b0001)
			next_state=S18;
		else if(Opcode==4'b0010)
			next_state=S19;
	end
	S4:	 next_state=S20;
	S5:	 next_state=S20;
	S6:	 next_state=S20;
	S7:	 next_state=S20;
	S8:	 next_state=S20;
	S9:	 next_state=S20;
	S10: next_state=S20;
	S11: next_state=S20;
	S12: next_state=S20;
	S13: next_state=S20;
	S14: next_state=S20;
	S15: next_state=S0;
	S16: next_state=S0;
	S17: next_state=S0;
	S18: next_state=S21;
	S19: next_state=S23;		  
	S20: next_state=S0;
	S21: next_state=S22;
	S22: next_state=S0;
	S23: next_state=S0;
	endcase
end
endmodule	
```

==> Flow_metrics.wiki <==
== Flow metrics ==
{| class="wikitable"
! Metric !! Value
|-
| Critical path data required time || 1100 ps
|-
| Ratio of total power to cell area || 512 nW/µm²
|-
| Largest net degree at the start of global routing || 31
|-
| Floorplan die width || 105 µm
|-
| Post-synthesis average cell area || 7.47 µm²
|-
| Buffers inserted by post-CTS timing repair || 0
|-
| HPWL reported at the end of detailed placement || 2610 µm
|-
| Number of global-route vias before repair || 1237
|-
| Number of warnings the tools reported || 25
|-
| Number of buffers between clock root and the deepest sink || 2
|-
| Instance tally after logic synthesis || 180
|-
| Kind of critical path || in2reg
|-
| Share of Yosys cell area claimed by the top area cell type || 26.8%
|-
| Switching part of the total power || 28.5%
|-
| Final count of pins violating max slew || 0
|-
| Number of gates resized after cts || 0
|-
| Total setup violations reported at the end of the flow || 0
|-
| Worst Setup SP || rst
|-
| Placeable core region || 6910 µm²
|-
| Worst Hold Endpoint || present_state[2]$_SDFF_PP0_
|-
| Highest ir drop seen on vdd || 0.000348 V
|-
| Initial detailed-routing violation count || 103
|-
| Hold_buf cts || 0
|-
| Count of unclocked register or latch pins || 24
|-
| Global-route total usage across every layer || 6.20%
|-
| Relative slew slack || 42.6%
|-
| Area taken by flip-flops and latches || 460 µm²
|-
| Post-synthesis to final-layout area growth || 25.3%
|-
| Clock Root Buffer || sky130_fd_sc_hd__clkbuf_8
|-
| Power spent charging and discharging nets || 0.000246 W
|-
| Post-Route Utilization || 24.4%
|-
| Cycle use final || 70.7%
|-
| Routed length per instance || 12.2 µm
|-
| Part of the power in the clock network || 41.5%
|-
| Fin crit period || 707 ps
|-
| Gpl congestion || 0.890
|-
| I/O pin count || 25
|-
| Slew at the pin closest to its max-slew limit || 861 ps
|-
| Antenna viol nets, final || 0
|-
| Final setup TNS || 0 ps
|-
| Number of flops mapped to enable cells by yosys || 0
|-
| Synth flops || 29
|-
| Worst Path Buf+Inv || 1
|-
| Top fanout value on the critical path || 5
|-
| Total die size || 11000 µm²
|-
| Most area-consuming cells after synthesis || sky130_fd_sc_hd__dlxtn_1 27%, sky130_fd_sc_hd__dfxtp_1 7.4%, sky130_fd_sc_hd__nor2b_1 5.6%, sky130_fd_sc_hd__a21oi_1 4.5%, sky130_fd_sc_hd__nand2_1 4.2%
|-
| Cell taking the most area after synthesis || sky130_fd_sc_hd__dlxtn_1
|-
| Share of cells above drive strength 1 || 7.25%
|-
| Worst Hold Launch || rst
|-
| Global-route wire length before repair || 6090 µm
|-
| Internal || 0.000617 W
|-
| Yosys warning total || 1
|-
| Leak pwr || 0.622 nW
|-
| Number of unconstrained endpoints || 43
|-
| Timing-limited maximum frequency || 1410 MHz
|-
| Filler Cells Inserted || 793
|-
| Number of I/O port buffers || 24
|-
| Classification of the worst-slack hold path || in2reg
|-
| DRC viols || 0
|-
| Routed wire length || 3540 µm
|-
| Height of the die || 105 µm
|-
| Largest incremental delay on the critical path || 540 ps
|-
| Yosys stat cell total || 180
|-
| Level count of the clock H-tree || 1
|-
| Yosys-reported design area after synthesis || 1350 µm²
|-
| Critical path capture point type || flop
|-
| Max capacitance violation total || 0
|-
| Status || finished, final reports clean
|-
| Clk slew on worst S/H paths || 30 ps
|-
| Combined area of all synthesized cells || 1350 µm²
|-
| Diode insertion count for antenna repair || 0
|-
| Crit path max-delay family || buffers and inverters
|-
| Cell Rows || 30
|-
| Number of buffers created by CTS || 3
|-
| Post-synth ARST share || 0%
|-
| RSZ-0062 raised after global routing || false
|-
| Logic gate share of total power || 27.7%
|-
| Dominant Register Cell || sky130_fd_sc_hd__dlxtn_1
|-
| Initial antenna violation count || 0
|-
| Top-count cell post-synth || sky130_fd_sc_hd__dlxtn_1
|-
| Total gr overflow || 0
|-
| Overall power of the completed layout || 0.000863 W
|-
| Floorplan-stage core utilization || 19.5%
|-
| Logic cell area || 792 µm²
|-
| TritonRoute pass-1 iters || 4
|-
| Vias/cell || 4.52
|-
| Crit path DAT || 810 ps
|-
| Fin. Hold Viols || 0
|-
| Cell with the largest stage delay on the worst path || sky130_fd_sc_hd__clkdlybuf4s50_1
|-
| Leading post-synthesis cells by instance count || 24 x sky130_fd_sc_hd__dlxtn_1, 15 x sky130_fd_sc_hd__nand2_1, 14 x sky130_fd_sc_hd__nor2_1, 12 x sky130_fd_sc_hd__a21oi_1, 12 x sky130_fd_sc_hd__nor2b_1
|-
| Number of distinct library cells after synthesis || 47
|-
| TritonCTS clock tree || yes
|-
| Min-Delay Path Depth || 2
|-
| Portion of total power attributed to sequential cells || 30.9%
|-
| Element type at the critical path start || primary input
|-
| Sequence of cells on the critical path || clkdlybuf4s50_1, nor2b_1
|-
| Via count of the routed design || 1307
|-
| Fin Hold WS || 622 ps
|}
-- state kept, by name, indices dropped and copies added (netlist names) --
register	cells
ALU_OP	3
present_state	5
Reg3_select	1
MemtoReg	1
next_state	5
Mem_ren	1
ALU_srcB	3
ALU_srcA	1
BPC_write	1
Mem_wen	1
Reg_wen	1
Instr_ren	1
NBPC_write	1
Reg1_select	2
PC_write	1
PC_select	1
-- power groups by stage --
stage,logic (W),registers (W),clock network (W)
4_1_cts,0.000238,0.000266,0.000373
5_1_grt,0.000270,0.000269,0.000386
6_report,0.000239,0.000266,0.000358
-- layer usage --
layer / vias to the layer above / wire, µm / global-route usage [%] / part of all wire (%)
li1: 681 / - / - / -
met1: 581 / 1720 / 8.69 / 49
met2: 43 / 1520 / 9.25 / 43
met3: 2 / 279 / 2.05 / 7.9
met4: 0 / 18 / 0.882 / 0.51
met5: - / 0 / 0 / 0
-- layout make-up --
type                       count  area share (%)
multi-input combinational    130            47.0
sequential                    29            27.3
timing repair buffer          25            14.7
tap                           96            7.13
clock buffer                   4            2.67
inverter                       5            1.19
-- worst max-delay path by stage --
| stage | endpoint | slack [ps] | cells after the start |
|---|---|---|---|
| finish | present_state[3]$_SDFF_PP0_ | 290 | 2 |
| global route | present_state[3]$_SDFF_PP0_ | 240 | 2 |
| CTS | present_state[3]$_SDFF_PP0_ | 280 | 2 |
-- cells in the final DEF (no fill, tap or decap), types with 3 or more instances in the layout --
cell type and count:
sky130_fd_sc_hd__or3_1 3, sky130_fd_sc_hd__dfxtp_1 5, sky130_fd_sc_hd__and2_1 4, sky130_fd_sc_hd__nand2b_1 5, sky130_fd_sc_hd__clkbuf_8 3, sky130_fd_sc_hd__o31ai_1 3
sky130_fd_sc_hd__dlxtn_1 24, sky130_fd_sc_hd__nor2_1 14, sky130_fd_sc_hd__nand2_1 15, sky130_fd_sc_hd__o2111ai_1 3, sky130_fd_sc_hd__o21a_1 3, sky130_fd_sc_hd__clkdlybuf4s50_1 24
sky130_fd_sc_hd__o21ai_0 8, sky130_fd_sc_hd__inv_1 3, sky130_fd_sc_hd__nor2b_1 12, sky130_fd_sc_hd__nor3_1 10, sky130_fd_sc_hd__o211ai_1 3, sky130_fd_sc_hd__a21oi_1 12
-- per-stage QoR --
stage | setup slack [ps] | std cells | area, µm²
after global placement | 76.6 | 285 | 1640
after detailed placement | 52.3 | 285 | 1640
final | 293 | 289 | 1690
after CTS | 284 | 289 | 1690
after floorplan | 664 | 180 | 1350
after global routing | 240 | 289 | 1690
-- kinds of logic (layout without fill, tap and decap cells) --
logic type	count (synthesis)	in the layout	synth area share, %
AND/OR/NAND/NOR	74	74	29.4
AND-OR/OR-AND	55	55	28.7
latches	24	24	26.8
buffers and inverters	21	34	6.88
flip-flops	5	5	7.44
multiplexers	1	1	0.744
Power and IR drop assume default switching activity.
