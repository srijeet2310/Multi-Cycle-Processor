==> design/flow/design.v <==
module mux_gen_21 (out, s0, in1, in2);
output reg [15:0] out;
input [15:0] in1, in2;
input s0;
always @(*)
begin
	case(s0)
	1'b0	: out = in1;
	1'b1	: out = in2;
	endcase
end
endmodule
==> design/flow/run.sh <==
#!/bin/bash
# OpenROAD 26Q1-2900-gdf79404cd8, Yosys 0.63+post, stock flow scripts
make -C /OpenROAD-flow-scripts/flow DESIGN_CONFIG=/design/flow/config.mk WORK_HOME=/design/flow/orfs finish
==> design/flow/config.mk <==
export PLATFORM = sky130hd
export DESIGN_NAME = mux_gen_21
export DESIGN_NICKNAME = mux_gen_21
export VERILOG_FILES = /design/flow/design.v
export SDC_FILE = /design/flow/constraint.sdc
export NUM_CORES = 4
export LEC_CHECK = 1
export CORE_AREA = 10 10 70 70
export DIE_AREA = 0 0 80 80
==> design/flow/constraint.sdc <==
current_design mux_gen_21

set clk_period 1.0
set clk_io_pct 0.2

create_clock -name clk0 -period $clk_period

set non_clock_inputs [all_inputs -no_clocks]
set_input_delay [expr $clk_period * $clk_io_pct] -clock clk0 $non_clock_inputs
set_output_delay [expr $clk_period * $clk_io_pct] -clock clk0 [all_outputs]
==> impl_metrics.env <==
# implementation run metrics
export IMPL_status="complete, but fails checks"
export IMPL_violations="negative setup slack"
export IMPL_grt_overflow=0
export IMPL_setup_tns_final_ns=-0.817
export IMPL_die_area_mm2=0.00640
export IMPL_layout_drive_gt1_share_pct=52.2
export IMPL_tightest_slew_ns=0.0710
export IMPL_syn_inst=18
export IMPL_crit_type="in -> out"
export IMPL_grt_pass1_vias=430
export IMPL_synth_avg_cell_area_um2=13.8
export IMPL_max_slew_margin_rel_pct=95.3
export IMPL_wl_mm=1.41
export IMPL_mostFrequentLayoutCell="dlygate4sd2_1"
export IMPL_p_leak_nw=0.417
export IMPL_compound_area_share_pct=0
export IMPL_hpwlAfterDp_mm=1.22
export IMPL_synth_warnings=1
export IMPL_finalHoldViolations=0
export IMPL_nFillCells=374
export IMPL_rsz0062_at_grt="yes"
export IMPL_fmax_mhz=947
export IMPL_warning_count=34
export IMPL_worstHoldStart="in1[5]"
export IMPL_antenna_found_initial=0
export IMPL_synth_area_leader_cell="mux2_4"
export IMPL_mux_share_pct=87.4
export IMPL_antennaDiodeCount=0
export IMPL_cts_setup_buffers=0
export IMPL_routedWlPerCell_um=12.4
export IMPL_setup_slack_ns=-0.0564
export IMPL_synthAdderAreaFrac_pct=0
export IMPL_layout_min_cycle_time_ns=1.06
export IMPL_power_mw=0.301
export IMPL_yosys_cells=18
export IMPL_stdcell_area_um2=795
export IMPL_ios=49
export IMPL_min_path_type="in -> out"
export IMPL_fp_util_pct=7.29
export IMPL_drt_iter0_markers=2
export IMPL_ys_seq_share_pct=0
export IMPL_crit_required_ns=0.80
export IMPL_core_mm2=0.00342
export IMPL_drv_slew=0
export IMPL_start_kind="primary input"
export IMPL_ys_area_um2=249
export IMPL_xor_share_pct=0
export IMPL_critPathArrivalTime_ns=0.86
export IMPL_ctsHoldBuffers=0
export IMPL_grt_pass1_wl_mm=2.19
export IMPL_track_usage_pct=4.20
export IMPL_via_count=359
export IMPL_dpl_cell_area_um2=786
export IMPL_crit_path_end_kind="primary output"
export IMPL_fp_dieH_um=80
export IMPL_ys_sh_simple_pct=0
export IMPL_place_port_buffers=49
export IMPL_drtAntennaViolNets=0
export IMPL_area_growth_pct=219
export IMPL_critPathLaunch="s0"
export IMPL_final_cell_mix="dlygate4sd2_1, mux2_4, buf_6, buf_2, buf_12"
export IMPL_cp_max_fo=8
export IMPL_peakVddDrop_mv=0.151
export IMPL_setup_violations_final=16
export IMPL_die_x_um=80
export IMPL_routabilityCongestion=0.815
export IMPL_ys_types=4
export IMPL_flop_area_um2=0
export IMPL_hold_depth=3
export IMPL_maxCapViolCount=0
export IMPL_pre_cts_ws_ns=-0.853
export IMPL_via_per_inst=3.18
export IMPL_first_pass_iters=2
export IMPL_yosysTopAreaCellShare_pct=60.3
export IMPL_flop_count=0
export IMPL_drc_errors=0
export IMPL_nClkBuffers=0
export IMPL_grt_max_degree=9
export IMPL_min_period_over_period_pct=106
export IMPL_synth_area_um2=249
export IMPL_power_density_mw_per_mm2=379
export IMPL_topCellsByArea="mux2_4, mux2_2, buf_12"
export IMPL_rows=21
export IMPL_logic_family="multiplexers"
## area by class of cell
cell class                 count  area (um2)  share of cell area (%)
timing repair buffer          51         497                    62.5
multi-input combinational     16         240                    30.2
tap                           46        57.6                    7.24
## stage by stage
step / hold WS [ns] / util, % / std cells
global placement: 1.44 / 23.0 / 112
CTS: 0.801 / 22.3 / 113
floorplan: 0.498 / - / 18
finish: 0.794 / 23.3 / 113
global route: 0.812 / 23.3 / 113
detailed placement: 1.44 / 23.0 / 112
## worst paths after layout
path,to
setup / recovery,out[14]
hold / removal,out[5]
## critical path: stages
cell    delay, ns
buf_12       0.11
buf_12       0.14
mux2_4       0.30
buf_6        0.11
## kinds of logic after synthesis
family	Yosys count
mux	16
buf+inv	2
## timing repair
item	4_1_cts	5_1_grt
setup endpoints to repair	16	16
gates cloned	1	0
resized	102	5
## routing by layer
layer / up-vias / part of all wire, % / GRT usage, %
li1: 167 / - / -
met1: 143 / 53 / 6.39
met2: 49 / 24 / 4.49
met3: 0 / 23 / 3.30
met4: 0 / 0 / 0
met5: - / 0 / 0
## cells in the mapped netlist
library cell	count
buf_6	1
buf_12	1
mux2_2	6
mux2_4	10
## where the power goes
group / internal, mW / total [mW] / switching [mW]
clock: 0 / 0 / 0
sequential: 0 / 0 / 0
combinational: 0.234 / 0.301 / 0.0674
Power and IR drop assume default switching activity.
